--- design/flow/run.sh ---
#!/bin/bash
# OpenROAD 26Q1-2900-gdf79404cd8, Yosys 0.63+post, stock flow scripts
make -C /OpenROAD-flow-scripts/flow DESIGN_CONFIG=/design/flow/config.mk WORK_HOME=/design/flow/orfs finish
--- design/flow/config.mk ---
export PLATFORM = sky130hd
export DESIGN_NAME = Register_File
export DESIGN_NICKNAME = Register_File
export VERILOG_FILES = /design/flow/design.v
export SDC_FILE = /design/flow/constraint.sdc
export NUM_CORES = 4
export LEC_CHECK = 1
export CORE_UTILIZATION = 30
--- design/flow/constraint.sdc ---
current_design Register_File

set clk_period 12.6
set clk_io_pct 0.2

create_clock -name clk0 -period $clk_period [get_ports {clk}]

set non_clock_inputs [all_inputs -no_clocks]
set_input_delay [expr $clk_period * $clk_io_pct] -clock clk0 $non_clock_inputs
set_output_delay [expr $clk_period * $clk_io_pct] -clock clk0 [all_outputs]
--- design/flow/design.v ---
module Demux1to32
#(
	parameter WORD_LENGTH = 32,
	parameter NBITS = CeilLog2(WORD_LENGTH)
)
(
	input [WORD_LENGTH-1 : 0] Demux_Input,
	input [NBITS-1 : 0] Selector,	
	output reg [WORD_LENGTH-1 : 0] Data_0,
	output reg [WORD_LENGTH-1 : 0] Data_1,
	output reg [WORD_LENGTH-1 : 0] Data_2,
	output reg [WORD_LENGTH-1 : 0] Data_3,
	output reg [WORD_LENGTH-1 : 0] Data_4,
	output reg [WORD_LENGTH-1 : 0] Data_5,
	output reg [WORD_LENGTH-1 : 0] Data_6,
	output reg [WORD_LENGTH-1 : 0] Data_7,
	output reg [WORD_LENGTH-1 : 0] Data_8,
	output reg [WORD_LENGTH-1 : 0] Data_9,
	output reg [WORD_LENGTH-1 : 0] Data_10,
	output reg [WORD_LENGTH-1 : 0] Data_11,
	output reg [WORD_LENGTH-1 : 0] Data_12,
	output reg [WORD_LENGTH-1 : 0] Data_13,
	output reg [WORD_LENGTH-1 : 0] Data_14,
	output reg [WORD_LENGTH-1 : 0] Data_15,
	output reg [WORD_LENGTH-1 : 0] Data_16,
	output reg [WORD_LENGTH-1 : 0] Data_17,
	output reg [WORD_LENGTH-1 : 0] Data_18,
	output reg [WORD_LENGTH-1 : 0] Data_19,
	output reg [WORD_LENGTH-1 : 0] Data_20,
	output reg [WORD_LENGTH-1 : 0] Data_21,
	output reg [WORD_LENGTH-1 : 0] Data_22,
	output reg [WORD_LENGTH-1 : 0] Data_23,
	output reg [WORD_LENGTH-1 : 0] Data_24,
	output reg [WORD_LENGTH-1 : 0] Data_25,
	output reg [WORD_LENGTH-1 : 0] Data_26,
	output reg [WORD_LENGTH-1 : 0] Data_27,
	output reg [WORD_LENGTH-1 : 0] Data_28,
	output reg [WORD_LENGTH-1 : 0] Data_29,
	output reg [WORD_LENGTH-1 : 0] Data_30,
	output reg [WORD_LENGTH-1 : 0] Data_31
);
 always@(Selector, Demux_Input) begin
	case(Selector)
		5'd0 :  Data_0 = Demux_Input;
		5'd1 :  Data_1 = Demux_Input;
		5'd2 :  Data_2 = Demux_Input;
		5'd3 :  Data_3 = Demux_Input;
		5'd4 :  Data_4 = Demux_Input;
		5'd5 :  Data_5 = Demux_Input;
		5'd6 :  Data_6 = Demux_Input;
		5'd7 :  Data_7 = Demux_Input;
		5'd8 :  Data_8 = Demux_Input;
		5'd9 :  Data_9 = Demux_Input;
		5'd10 : Data_10 = Demux_Input;
		5'd11 : Data_11 = Demux_Input;
		5'd12 : Data_12 = Demux_Input;
		5'd13 : Data_13 = Demux_Input;
		5'd14 : Data_14 = Demux_Input;
		5'd15 : Data_15 = Demux_Input;
		5'd16 : Data_16 = Demux_Input;
		5'd17 : Data_17 = Demux_Input;
		5'd18 : Data_18 = Demux_Input;
		5'd19 : Data_19 = Demux_Input;
		5'd20 : Data_20 = Demux_Input;
		5'd21 : Data_21 = Demux_Input;
		5'd22 : Data_22 = Demux_Input;
		5'd23 : Data_23 = Demux_Input;
		5'd24 : Data_24 = Demux_Input;
		5'd25 : Data_25 = Demux_Input;
		5'd26 : Data_26 = Demux_Input;
		5'd27 : Data_27 = Demux_Input;
		5'd28 : Data_28 = Demux_Input;
		5'd29 : Data_29 = Demux_Input;
		5'd30 : Data_30 = Demux_Input;
		5'd31 : Data_31 = Demux_Input;
	 default: Data_0 = Demux_Input;
	endcase
 end
     function integer CeilLog2;
       input integer data;
       integer i,result;
       begin
          for(i=0; 2**i < data; i=i+1)
             result = i + 1;
          CeilLog2 = result;
       end
    endfunction
endmodule
module Mux32to1
#(
	parameter WORD_LENGTH = 32,
	parameter NBITS = CeilLog2(WORD_LENGTH)
)
(
	input [NBITS-1 : 0]Selector,
	input [WORD_LENGTH-1 : 0] Data_0,
	input [WORD_LENGTH-1 : 0] Data_1,
	input [WORD_LENGTH-1 : 0] Data_2,
	input [WORD_LENGTH-1 : 0] Data_3,
	input [WORD_LENGTH-1 : 0] Data_4,
	input [WORD_LENGTH-1 : 0] Data_5,
	input [WORD_LENGTH-1 : 0] Data_6,
	input [WORD_LENGTH-1 : 0] Data_7,
	input [WORD_LENGTH-1 : 0] Data_8,
	input [WORD_LENGTH-1 : 0] Data_9,
	input [WORD_LENGTH-1 : 0] Data_10,
	input [WORD_LENGTH-1 : 0] Data_11,
	input [WORD_LENGTH-1 : 0] Data_12,
	input [WORD_LENGTH-1 : 0] Data_13,
	input [WORD_LENGTH-1 : 0] Data_14,
	input [WORD_LENGTH-1 : 0] Data_15,
	input [WORD_LENGTH-1 : 0] Data_16,
	input [WORD_LENGTH-1 : 0] Data_17,
	input [WORD_LENGTH-1 : 0] Data_18,
	input [WORD_LENGTH-1 : 0] Data_19,
	input [WORD_LENGTH-1 : 0] Data_20,
	input [WORD_LENGTH-1 : 0] Data_21,
	input [WORD_LENGTH-1 : 0] Data_22,
	input [WORD_LENGTH-1 : 0] Data_23,
	input [WORD_LENGTH-1 : 0] Data_24,
	input [WORD_LENGTH-1 : 0] Data_25,
	input [WORD_LENGTH-1 : 0] Data_26,
	input [WORD_LENGTH-1 : 0] Data_27,
	input [WORD_LENGTH-1 : 0] Data_28,
	input [WORD_LENGTH-1 : 0] Data_29,
	input [WORD_LENGTH-1 : 0] Data_30,
	input [WORD_LENGTH-1 : 0] Data_31,
	output reg [WORD_LENGTH-1 : 0] Mux_Output
);
 always@(Selector, 
	 Data_0, 
	 Data_1, 
	 Data_2, 
	 Data_3, 
	 Data_4, 
	 Data_5,  
	 Data_6,
	 Data_7, 
	 Data_8,
	 Data_9, 
	 Data_10, 
	 Data_11, 
	 Data_12, 
	 Data_13, 
	 Data_14, 
	 Data_15,  
	 Data_16,
	 Data_17,
	 Data_18,
	 Data_19, 
	 Data_20, 
	 Data_21, 
	 Data_22, 
	 Data_23, 
	 Data_24, 
	 Data_25,  
	 Data_26,
	 Data_27,
	 Data_28,
	 Data_29, 
	 Data_30, 
	 Data_31 
 ) begin
	case(Selector)
		5'd0 : Mux_Output= Data_0;
		5'd1 : Mux_Output= Data_1;
		5'd2 : Mux_Output= Data_2;
		5'd3 : Mux_Output= Data_3;
		5'd4 : Mux_Output= Data_4;
		5'd5 : Mux_Output= Data_5;
		5'd6 : Mux_Output= Data_6;
		5'd7 : Mux_Output= Data_7;
		5'd8 : Mux_Output= Data_8;
		5'd9 : Mux_Output= Data_9;
		5'd10 : Mux_Output= Data_10;
		5'd11 : Mux_Output= Data_11;
		5'd12 : Mux_Output= Data_12;
		5'd13 : Mux_Output= Data_13;
		5'd14 : Mux_Output= Data_14;
		5'd15 : Mux_Output= Data_15;
		5'd16 : Mux_Output= Data_16;
		5'd17 : Mux_Output= Data_17;
		5'd18 : Mux_Output= Data_18;
		5'd19 : Mux_Output = Data_19;
		5'd20 : Mux_Output= Data_20;
		5'd21 : Mux_Output= Data_21;
		5'd22 : Mux_Output= Data_22;
		5'd23 : Mux_Output= Data_23;
		5'd24 : Mux_Output= Data_24;
		5'd25 : Mux_Output= Data_25;
		5'd26 : Mux_Output= Data_26;
		5'd27 : Mux_Output= Data_27;
		5'd28 : Mux_Output= Data_28;
		5'd29 : Mux_Output= Data_29;
		5'd30 : Mux_Output= Data_30;
		5'd31 : Mux_Output= Data_31;
	 default: Mux_Output= Data_0;
	endcase
 end
     function integer CeilLog2;
       input integer data;
       integer i,result;
       begin
          for(i=0; 2**i < data; i=i+1)
             result = i + 1;
          CeilLog2 = result;
       end
    endfunction
endmodule
 module Register
#(
	parameter WORD_LENGTH = 32
)
(
	input clk,
	input reset,
	input enable,
	input [WORD_LENGTH-1 : 0] Data_Input,
	output [WORD_LENGTH-1 : 0] Data_Output
);
reg  [WORD_LENGTH-1 : 0] Data_reg;
always@(posedge clk or negedge reset) begin
	if(reset == 1'b0) 
		Data_reg <= 32'd0;
	else begin
		if(enable ==1'b1)
			Data_reg <= Data_Input;
	end
end
assign Data_Output = Data_reg;
endmodule
module Register_File
#(
	parameter WORD_LENGTH =32,
	parameter NBITS = CeilLog2(WORD_LENGTH)
)
(
	input clk,
	input reset,
	input [NBITS-1 : 0]Read_Reg1,
	input [NBITS-1 : 0]Read_Reg2,
	input [NBITS-1 : 0]Write_Reg,
	input [WORD_LENGTH-1 : 0] Write_Data,
	input Write,
	output [WORD_LENGTH-1 : 0] Read_Data1,
	output [WORD_LENGTH-1 : 0] Read_Data2
);
wire [WORD_LENGTH-1 : 0]DemuxtoReg [WORD_LENGTH-1 : 0];
wire [WORD_LENGTH-1 : 0]RegtoMux [WORD_LENGTH-1 : 0];
Demux1to32
#(
 .WORD_LENGTH(WORD_LENGTH)
)
Demux
(
 .Demux_Input(Write_Data),
 .Selector(Write_Reg), 
 .Data_0(DemuxtoReg[0]),
 .Data_1(DemuxtoReg[1]),
 .Data_2(DemuxtoReg[2]),
 .Data_3(DemuxtoReg[3]),
 .Data_4(DemuxtoReg[4]),
 .Data_5(DemuxtoReg[5]),
 .Data_6(DemuxtoReg[6]),
 .Data_7(DemuxtoReg[7]),
 .Data_8(DemuxtoReg[8]),
 .Data_9(DemuxtoReg[9]),
 .Data_10(DemuxtoReg[10]),
 .Data_11(DemuxtoReg[11]),
 .Data_12(DemuxtoReg[12]),
 .Data_13(DemuxtoReg[13]),
 .Data_14(DemuxtoReg[14]),
 .Data_15(DemuxtoReg[15]),
 .Data_16(DemuxtoReg[16]),
 .Data_17(DemuxtoReg[17]),
 .Data_18(DemuxtoReg[18]),
 .Data_19(DemuxtoReg[19]),
 .Data_20(DemuxtoReg[20]),
 .Data_21(DemuxtoReg[21]),
 .Data_22(DemuxtoReg[22]),
 .Data_23(DemuxtoReg[23]),
 .Data_24(DemuxtoReg[24]),
 .Data_25(DemuxtoReg[25]),
 .Data_26(DemuxtoReg[26]),
 .Data_27(DemuxtoReg[27]),
 .Data_28(DemuxtoReg[28]),
 .Data_29(DemuxtoReg[29]),
 .Data_30(DemuxtoReg[30]),
 .Data_31(DemuxtoReg[31])
);
Mux32to1
#(
 .WORD_LENGTH(WORD_LENGTH)
)
Mux_Read_Register_Number1
(
 .Selector(Read_Reg1), 
 .Data_0(RegtoMux[0]),
 .Data_1(RegtoMux[1]),
 .Data_2(RegtoMux[2]),
 .Data_3(RegtoMux[3]),
 .Data_4(RegtoMux[4]),
 .Data_5(RegtoMux[5]),
 .Data_6(RegtoMux[6]),
 .Data_7(RegtoMux[7]),
 .Data_8(RegtoMux[8]),
 .Data_9(RegtoMux[9]),
 .Data_10(RegtoMux[10]),
 .Data_11(RegtoMux[11]),
 .Data_12(RegtoMux[12]),
 .Data_13(RegtoMux[13]),
 .Data_14(RegtoMux[14]),
 .Data_15(RegtoMux[15]),
 .Data_16(RegtoMux[16]),
 .Data_17(RegtoMux[17]),
 .Data_18(RegtoMux[18]),
 .Data_19(RegtoMux[19]),
 .Data_20(RegtoMux[20]),
 .Data_21(RegtoMux[21]),
 .Data_22(RegtoMux[22]),
 .Data_23(RegtoMux[23]),
 .Data_24(RegtoMux[24]),
 .Data_25(RegtoMux[25]),
 .Data_26(RegtoMux[26]),
 .Data_27(RegtoMux[27]),
 .Data_28(RegtoMux[28]),
 .Data_29(RegtoMux[29]),
 .Data_30(RegtoMux[30]),
 .Data_31(RegtoMux[31]),
 .Mux_Output(Read_Data1)
);
Mux32to1
#(
 .WORD_LENGTH(WORD_LENGTH)
)
Mux_Read_Register_Number2
(
 .Selector(Read_Reg2), 
 .Data_0(RegtoMux[0]),
 .Data_1(RegtoMux[1]),
 .Data_2(RegtoMux[2]),
 .Data_3(RegtoMux[3]),
 .Data_4(RegtoMux[4]),
 .Data_5(RegtoMux[5]),
 .Data_6(RegtoMux[6]),
 .Data_7(RegtoMux[7]),
 .Data_8(RegtoMux[8]),
 .Data_9(RegtoMux[9]),
 .Data_10(RegtoMux[10]),
 .Data_11(RegtoMux[11]),
 .Data_12(RegtoMux[12]),
 .Data_13(RegtoMux[13]),
 .Data_14(RegtoMux[14]),
 .Data_15(RegtoMux[15]),
 .Data_16(RegtoMux[16]),
 .Data_17(RegtoMux[17]),
 .Data_18(RegtoMux[18]),
 .Data_19(RegtoMux[19]),
 .Data_20(RegtoMux[20]),
 .Data_21(RegtoMux[21]),
 .Data_22(RegtoMux[22]),
 .Data_23(RegtoMux[23]),
 .Data_24(RegtoMux[24]),
 .Data_25(RegtoMux[25]),
 .Data_26(RegtoMux[26]),
 .Data_27(RegtoMux[27]),
 .Data_28(RegtoMux[28]),
 .Data_29(RegtoMux[29]),
 .Data_30(RegtoMux[30]),
 .Data_31(RegtoMux[31]),
 .Mux_Output(Read_Data2)
);
genvar i;  
generate
	for(i=0;i<=WORD_LENGTH-1; i = i + 1)begin:Register
		Register
		RegisterUnit
		(
			.clk(clk),
			.reset(reset),
			.enable(Write),
			.Data_Input(DemuxtoReg[i]),
			.Data_Output(RegtoMux[i])
		);
	end
endgenerate
     function integer CeilLog2;
       input integer data;
       integer i,result;
       begin
          for(i=0; 2**i < data; i=i+1)
             result = i + 1;
          CeilLog2 = result;
       end
    endfunction
endmodule
==> results.json <==
{
  "dp_hpwl_um": 201000,
  "ant_nets": 0,
  "finalCritPeriodShare_pct": 78.2,
  "switchingPower_mw": 2.71,
  "grt_pass1_vias": 51200,
  "ys.flop_type": "dlxtn_1",
  "maxSlewViolCount": 0,
  "setup_viol": 0,
  "warnings": 54,
  "cts.path.max_buffers": 3,
  "antenna_found_initial": 39,
  "io_pins": 114,
  "status": "finished, final reports clean",
  "syn_avg_cell_area_um2": 12.5,
  "cts_setup_buffers": 0,
  "largest_reg_flops": 1024,
  "cts_tree": "done",
  "synthArstFlopShare_pct": 50.0,
  "critPathCaptureType": "output port",
  "crit_path_max_fanout": 25,
  "drt-met1-wl_um": 118000,
  "fp_util_pct": 30.2,
  "root_buffer": "clkbuf_16",
  "cts_resized": 0,
  "rsz0062_at_grt": "false",
  "wirelength_um": 327000,
  "fin_setup_tns_ns": 0,
  "chip_area_um2": 223000,
  "wl_per_cell_um": 38.5,
  "finalHoldViolCount": 0,
  "layout_min_cycle_time_ns": 9.86,
  "ys_cells": 5286,
  "crit_slowest_cell": "nor2_4",
  "synth-edff-count": 0,
  "synthCells": 5286,
  "p_comb_share_pct": 13.3,
  "met2_length_um": 133000,
  "io_buffer_count": 113,
  "grtUsageTotal_pct": 30.0,
  "gp_congestion": 1.04,
  "placed_cells": 8236,
  "p_leak_nw": 31.8,
  "core_um2": 220000,
  "switching_share_pct": 29.4,
  "area_delta_synth_final_pct": 14.8,
  "vias": 52200,
  "topRoutingLayerUsed": "met5",
  "die_h_um": 472,
  "peakVddDrop_mv": 0.122,
  "untimed_endpoints": 1024,
  "cp.required_ns": 10.08,
  "clk-insertion-delay-late_ns": 0.76,
  "htree_num_levels": 3,
  "tightest_slew_ns": 1.13,
  "synth_flop_count": 2048,
  "seqPwrFrac_pct": 46.6,
  "cap_violations": 0,
  "num_rows": 172,
  "stdcell_count": 8487,
  "drc": 0,
  "ys_area_um2": 66300,
  "drive_gt1_share_pct": 28.7,
  "unclocked_pins": 1024,
  "cts.reportedPaths.clkPinSlew_ns": 0.06,
  "crit_type": "in -> out",
  "fmax_mhz": 101,
  "ys_warn_count": 4,
  "ys_types": 63,
  "numCtsBuffers": 119,
  "cp.arrival_ns": 7.34,
  "hold_path.class": "reg -> reg",
  "clkPwrFrac_pct": 40.2,
  "cts_hold_buf": 0,
  "via_per_inst": 6.15,
  "fin_skew_ns": 0,
  "grt_overflow_total": 0,
  "worst_setup_path_start_kind": "input pin",
  "grt_pass1_wl_um": 443000,
  "p_int_mw": 6.49,
  "dr.pass1.iters": 12,
  "die_w_um": 472,
  "p_per_area_nw_per_um2": 121,
  "crit_chain": "clkdlybuf4s50_1 > buf_4 > nand2b_1 > nor2_4 > buf_4 > a22oi_1 > nand4_1 > nor2_1 > a21oi_1 > clkdlybuf4s50_1",
  "relSlewSlack_pct": 24.2,
  "grt_max_degree": 122,
  "mappedNetlistArea_um2": 66300,
  "slowest_delay_ns": 1.01,
  "drt_iter0_markers": 6162,
  "route.met3.wl_um": 53200
}
## cells by family (layout without fill, tap and decap cells)
logic type	count (synthesis)	count (layout)	share of synthesized area (%)
AND-OR/OR-AND	1071	1071	12.1
multiplexers	1083	1083	18.3
latches	1024	1024	23.2
buffers and inverters	354	568	2.29
AND/OR/NAND/NOR	730	730	5.43
flip-flops	1024	1024	38.6
other	0	29	0
## metrics by stage
step	hold slack, ns	total power [mW]	instance area [um2]	setup slack, ns	util (%)
floorplan	0.494	4.74	66300	5.98	-
global placement	0.512	5.49	71900	3.07	32.7
detailed placement	0.518	5.51	71900	3.00	32.7
CTS	0.532	9.19	76000	3.02	34.6
global route	0.553	9.45	76000	2.85	34.6
finish	0.535	9.20	76100	2.74	34.6
## final cells by class
cell class	count	area, um2
flip-flops and latches	2048	41000
well taps	2958	3700
fillers	21200	144000
repair buffers	341	2910
clock inverters	46	594
inverters	5	18.8
diodes	29	72.6
clock buffers	176	3510
multi-input cells	2884	24300
## per-layer routing
metal	global-route usage, %	vias up
li1	-	19900
met1	37.0	26700
met2	40.3	4253
met3	19.4	1335
met4	15.4	44
met5	2.23	-
## worst max-delay path: cells and delay by family
kind	cells	cell delay (ns)
AND-OR/OR-AND	2	0.79
buffers and inverters	4	2.28
AND/OR/NAND/NOR	4	1.72
## power groups by stage
stage	clock network (mW)	logic [mW]	registers, mW
4_1_cts	3.73	1.20	4.26
6_report	3.69	1.22	4.28
5_1_grt	3.85	1.28	4.32
## path summary, 6_finish.rpt
kind / startpoint / end / slack, ns / cells past startpoint
min in group asynchronous: reset / Register[3].RegisterUnit.Data_reg[12] / 1.57 / 1
hold reg to reg: Register[13].RegisterUnit.Data_reg[1] / Register[13].RegisterUnit.Data_reg[1] / 0.54 / 1
setup reg to reg: Register[7].RegisterUnit.Data_reg[30] / Register[7].RegisterUnit.Data_reg[30] / 11.64 / 1
setup / recovery: Read_Reg2[4] / Read_Data2[5] / 2.74 / 10
max in group asynchronous: reset / Register[16].RegisterUnit.Data_reg[6] / 7.79 / 5
hold / removal: Register[13].RegisterUnit.Data_reg[1] / Register[13].RegisterUnit.Data_reg[1] / 0.54 / 1
## cells in the final DEF (no fill, tap or decap), types with 97 or more instances in the layout
master	Yosys	layout
mux2_2	1037	1037
dlxtn_1	1024	1024
dfrtp_1	1024	1024
a22oi_1	723	723
buf_4	12	224
nand2_1	227	193
clkbuf_16	0	120
clkdlybuf4s50_1	0	104
nand4_1	98	98
nor2_1	138	97
## synth_stat cells, drive strengths merged (9+ instances only)
master,instances,area [um2]
and4,14,123
a222oi,19,190
o21ai,29,145
a221oi,50,438
nor2,154,618
nor2b,16,100
o22ai,11,68.8
a31oi,16,100
a32oi,15,131
nand4,98,613
o32a,13,130
nand3,51,260
nand2b,13,81.3
clkbuf,217,815
nor4,24,150
dfrtp,1024,25600
and2,9,56.3
nor3,63,315
buf,132,683
mux2,1037,11700
nand2,228,858
dlxtn,1024,15400
a22o,53,464
a21oi,80,400
and3,29,181
mux2i,44,440
a22oi,723,5430
a32o,9,90.1
Power figures rest on the tool's default switching activity, not on a simulated workload.
